**config.mk**
```make
export PLATFORM = sky130hd
export DESIGN_NAME = FLASH_KICKSTART
export DESIGN_NICKNAME = FLASH_KICKSTART
export VERILOG_FILES = /design/flow/design.v
export SDC_FILE = /design/flow/constraint.sdc
export NUM_CORES = 4
export LEC_CHECK = 1
export CORE_AREA = 10 10 111 111
export DIE_AREA = 0 0 121 121
```
**constraint.sdc**
```tcl
current_design FLASH_KICKSTART

set clk_period 3.2
set clk_io_pct 0.2

create_clock -name clk0 -period $clk_period [get_ports {CPU_AS_n}]
create_clock -name clk1 -period $clk_period [get_ports {E_CLK}]

set non_clock_inputs [all_inputs -no_clocks]
set_input_delay [expr $clk_period * $clk_io_pct] -clock clk0 $non_clock_inputs
set_output_delay [expr $clk_period * $clk_io_pct] -clock clk0 [all_outputs]
```
**design.v**
```verilog
`timescale 1ns / 1ps
 module FLASH_KICKSTART(
    input CLK,  
    input E_CLK,
    input RESET_n,
    input CPU_AS_n,
    input LDS_n,
    input UDS_n,
    input RW,
    output MB_AS_n,
    output DTACK_n,
    input [23:16] ADDRESS_HIGH,
    input [7:1] ADDRESS_LOW,
    inout [15:12] DATA,
    output [1:0] FLASH_WR_n,
    output [1:0] FLASH_RD_n,
    output FLASH_A19,
    input FIRST_ROM
);
localparam [15:0] manufacturer_id = 16'h07B9;
localparam [7:0] product_id = 8'd104;
localparam [31:0] serial = 32'h00003040;  
reg useMotherboardKickstart = 1'b1;
reg [19:0] switchCounter = 20'd0;
reg hasSwitched = 1'b0;
reg autoConfigComplete = 1'b0;
reg [3:0] flashBase = 4'h0;
reg flashBaseValid = 1'b0;
reg overlay_n = 1'b0;
reg [3:0] dataOut = 4'h0;
reg useLowRom = 1'b0;
reg firstBoot = 1'b0;
wire ciaRange               = ADDRESS_HIGH[23:16] == 8'hBF;
wire autoConfigRange        = ADDRESS_HIGH[23:16] == 8'hE8;
wire kickstartRange         = ADDRESS_HIGH[23:19] == 5'h1F;  
wire kickstartOverlayRange  = ADDRESS_HIGH[23:16] == 8'h00;
wire flashRange             = ADDRESS_HIGH[23:20] == flashBase && flashBaseValid;
wire relocatorKickstartAccess   = !useMotherboardKickstart && (kickstartRange || (!overlay_n && kickstartOverlayRange));
wire autoConfigAccess           = useMotherboardKickstart && autoConfigRange && !autoConfigComplete;
wire flashAccess                = useMotherboardKickstart && flashRange;
wire relocatorAccess            = relocatorKickstartAccess || autoConfigAccess || flashAccess;
assign FLASH_A19 = useMotherboardKickstart ? ADDRESS_HIGH[19] : !useLowRom;
always @(posedge E_CLK or posedge RESET_n)
begin
    if (RESET_n)
    begin
        switchCounter <= 20'd0;
        hasSwitched <= 1'b0;
    end
    else if (firstBoot)
    begin
        switchCounter <= switchCounter + 20'd1;
        if (!hasSwitched && (&switchCounter))
        begin
            hasSwitched <= 1'b1;
            useMotherboardKickstart <= !useLowRom && !useMotherboardKickstart;
            useLowRom <= !useLowRom && useMotherboardKickstart;
        end
    end
    else
    begin
        useMotherboardKickstart <= FIRST_ROM;
        useLowRom <= !FIRST_ROM;
    end
end
always @(posedge CPU_AS_n or negedge RESET_n)
begin
    if (!RESET_n)
        overlay_n <= 1'b0;
    else if (ciaRange)
    begin
        firstBoot <= 1'b1;
        overlay_n <= 1'b1;
    end
end
always @(posedge CPU_AS_n or negedge RESET_n)
begin
    if (!RESET_n)
    begin
        flashBase <= 4'h0;
        flashBaseValid <= 1'b0;
        autoConfigComplete <= 1'b0;
    end
    else if (autoConfigAccess && !RW)
    begin
        if (ADDRESS_LOW == 7'h24)
        begin
            flashBase <= DATA;
            flashBaseValid <= 1'b1;
            autoConfigComplete <= 1'b1;
        end
        else if (ADDRESS_LOW == 7'h26)
            autoConfigComplete <= 1'b1;
    end
end
assign DTACK_n = !CPU_AS_n && relocatorAccess ? 1'b0 : 1'bZ;
assign MB_AS_n = !(!CPU_AS_n && !relocatorAccess);
assign FLASH_RD_n = !CPU_AS_n && (relocatorKickstartAccess || flashAccess) && RW ? {UDS_n, LDS_n} : 2'b11;
assign FLASH_WR_n = !CPU_AS_n && flashAccess && !RW ? {UDS_n, LDS_n} : 2'b11;
assign DATA = !CPU_AS_n && autoConfigAccess && RW ? dataOut : 4'bZZZZ;
always @(negedge CPU_AS_n)
begin
    if (ADDRESS_LOW[7:6] == 2'd0)
        case (ADDRESS_LOW[5:1])
            5'h00: dataOut <= 4'b1100;  
            5'h01: dataOut <= 4'b0101;  
            5'h02: dataOut <= ~product_id[7:4];
            5'h03: dataOut <= ~product_id[3:0];
            5'h04: dataOut <= ~4'b0000;  
            5'h08: dataOut <= ~manufacturer_id[15:12];
            5'h09: dataOut <= ~manufacturer_id[11:8];
            5'h0A: dataOut <= ~manufacturer_id[7:4];
            5'h0B: dataOut <= ~manufacturer_id[3:0];
            5'h0C: dataOut <= ~serial[31:28];
            5'h0D: dataOut <= ~serial[27:24];
            5'h0E: dataOut <= ~serial[23:20];
            5'h0F: dataOut <= ~serial[19:16];
            5'h10: dataOut <= ~serial[15:12];
            5'h11: dataOut <= ~serial[11:8];
            5'h12: dataOut <= ~serial[7:4];
            5'h13: dataOut <= ~serial[3:0];
            default: dataOut <= 4'hF;
        endcase
    else
        dataOut <= 4'hF;
end
endmodule
```
**run.sh**
```bash
#!/bin/bash
# OpenROAD 26Q1-2900-gdf79404cd8, Yosys 0.63+post, stock flow scripts
make -C /OpenROAD-flow-scripts/flow DESIGN_CONFIG=/design/flow/config.mk WORK_HOME=/design/flow/orfs finish
```
==> flow_summary_export.csv <==
group,metric,value,unit
synthesis,ys_sh_adder,4.14,%
placement,port_buffers,26,
die,num_rows,36,
synthesis,simple_gate_share,21.7,%
synthesis,ys_cells,170,
clock_tree,hold_buffers,0,
synthesis,yosysTopAreaCell,"dfrtp_1",
synthesis,syn_inst,170,
run_status,error,"[error] [KeplerFormal.cpp:679] Workflow failed: Iso has multiple drivers: .DATA12, DATA[12]$_SDFF_NP1_.Q0",
run_status,status,"did not finish",
die,die_w,121,µm
placement,routabilityCongestion,0.847,
synthesis,ys_top_logic_family,"simple AND/OR/NAND/NOR gates",
synthesis,yosys_most_used_dff,"dfrtp_1",
die,num_io_pins,34,
synthesis,ys_ff,35,
clock_tree,postCtsSetupBuffers,0,
run_status,stop_stage,"4_1_cts",
synthesis,ys_seq_share,48.0,%
synthesis,ys_warn_count,3,
synthesis,synth_cell_types,40,
synthesis,compound_area_share,4.62,%
placement,dp.cells,338,
synthesis,ys_sh_xor,11.1,%
synthesis,ys_sh_mux,6.28,%
clock_tree,cts_resized,7,
synthesis,netlist_area,1810,µm²
synthesis,edf_count,3,
placement,preCtsSetupSlack,-0.284,ns
synthesis,top_cells_by_area,"dfrtp_1, xnor2_1, edfxtp_1, dfxtp_1, ha_1",
placement,hpwl,3050,µm
die,fp_util,18.4,%
synthesis,yosysChipArea,1810,µm²
synthesis,syn_area_per_cell,10.7,µm²
placement,placed_area,2300,µm²
synthesis,synth-async-reset-ratio,80.0,%
die,die_y,121,µm
synthesis,synth_top_area_share,38.6,%
[cells by family after synthesis]
kind of cell | after synthesis
adders and majority gates | 6
xor gates and xnor gates | 23
muxes | 9
DFF | 35
and+or+nand+nor | 70
AOI/OAI and AO/OA | 13
buffers and inverters | 12
other | 2
[metrics by stage]
step | util [%] | power (W) | TNS [ns]
2_1_floorplan | - | 0.000627 | 0
3_3_place_gp | 23.4 | 0.000713 | -0.902
3_5_place_dp | 23.4 | 0.000715 | -0.872
[cells in the mapped netlist, types with 2 or more instances]
cell type and instances:
nor3b_1 3, buf_6 2, nand2_1 14, and4_1 2, nand4_1 7, nand4b_1 2, xnor2_1 16, nand3_1 9
and3_1 2, or2_2 3, xor2_1 7, o21bai_1 2, nor3_1 4, mux2i_1 2, inv_1 7, conb_1 2
ha_1 6, nor4_1 5, o22ai_1 2, o21ai_0 4, mux2_2 3, a21oi_1 2, edfxtp_1 3, or4_1 2
nor2_1 11, mux2_4 4, dfrtp_1 28, dfxtp_1 4
No activity file was given, so power comes from the tool's default toggle rates.
